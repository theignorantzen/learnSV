--- /design/flow/design.v ---
module ExampleFSM(input logic clk,
                  input logic reset,
                  input logic X,
                  output logic Y);
  typedef enum logic [2:0] { A, B, C, D, E } State;
State currentState, nextState;
  always_ff @(posedge clk)
    if(reset) currentState <= A;
    else      currentState <= nextState;
  always_comb
    case(currentState)
      A: if(X) nextState = C;
         else  nextState = B;
      B: if(X) nextState = D;
         else  nextState = B;
      C: if(X) nextState = C;
         else  nextState = E;
      D: if(X) nextState = C;
         else  nextState = E;
      E: if(X) nextState = D;
         else  nextState = B;
      default: nextState = A;
    endcase
  assign Y = (currentState == D | currentState == E);
endmodule
--- /design/flow/run.sh ---
#!/bin/bash
# OpenROAD 26Q1-2900-gdf79404cd8, Yosys 0.63+post, stock flow scripts
make -C /OpenROAD-flow-scripts/flow DESIGN_CONFIG=/design/flow/config.mk WORK_HOME=/design/flow/orfs finish
--- /design/flow/config.mk ---
export PLATFORM = sky130hd
export DESIGN_NAME = ExampleFSM
export DESIGN_NICKNAME = ExampleFSM
export VERILOG_FILES = /design/flow/design.v
export SDC_FILE = /design/flow/constraint.sdc
export NUM_CORES = 4
export LEC_CHECK = 1
export CORE_AREA = 10 10 70 70
export DIE_AREA = 0 0 80 80
--- /design/flow/constraint.sdc ---
current_design ExampleFSM

set clk_period 1.3
set clk_io_pct 0.2

create_clock -name clk0 -period $clk_period [get_ports {clk}]

set non_clock_inputs [all_inputs -no_clocks]
set_input_delay [expr $clk_period * $clk_io_pct] -clock clk0 $non_clock_inputs
set_output_delay [expr $clk_period * $clk_io_pct] -clock clk0 [all_outputs]
==> results.py <==
# Generated from Yosys and OpenROAD reports
metrics = {
    "timing": {
        "setup_violations": 0,
        "period_needed_ns": 1.21,
        "rsz0062_at_grt": "no",
        "timing.final.crit_share": 0.932,
        "finalHoldViolations": 0,
        "drv_slew": 0,
        "slew_headroom": 0.898,
        "tightest_slew_ns": 0.153,
        "timing.fmax_mhz": 825,
        "worst_clock_skew_ns": 0.00412,
        "tns_ns": 0,
    },
    "floorplanning": {
        "fp-utilization": 0.0462,
        "row_count": 21,
        "io_pins": 4,
        "die_w_um": 80,
        "die_h_um": 80,
        "chipArea_um2": 6400,
        "core_area_um2": 3420,
    },
    "final_layout": {
        "largest_register_ffs": 5,
        "largestRegisters": "currentState (5)",
        "syn2layout_area_growth_pct": 73.8,
        "fin_area_um2": 274,
        "regMostFlops": "currentState",
        "final_util": 0.0802,
        "drive_gt1_frac": 0.409,
    },
    "global_route": {
        "grt.total_usage": 0.0128,
        "gr-total-overflow": 0,
        "grt_pass1_vias": 151,
        "grt_max_degree": 5,
        "grt_pass1_wl_um": 655,
        "antenna_found_initial": 0,
    },
    "power_and_ir_drop": {
        "sw_frac_of_total": 0.204,
        "p_int_uw": 290,
        "p_seq_frac": 0.448,
        "combPwrFrac": 0.067,
        "clockPowerShare": 0.485,
        "p_leak_uw": 0.0000974,
        "power_density_nw_per_um2": 1330,
        "ir_drop_v": 0.000479,
        "p_switching_uw": 74.6,
    },
    "route": {
        "postRouteAntennaNets": 0,
        "first_iter_violations": 0,
        "first_pass_iters": 1,
        "num_antenna_cells": 0,
        "wirelength_um": 309,
        "drc": 0,
        "route.detailed.wl_per_inst_um": 4.54,
        "avgViaCountPerCell": 1.71,
        "vias": 116,
    },
    "logic_synthesis": {
        "ys_types": 10,
        "syn_area_per_cell_um2": 11.3,
        "yosysChipArea_um2": 158,
        "ys_seq_share": 0.635,
        "ys.flops": 5,
        "yosysWarnings": 1,
        "syn_area_um2": 158,
        "yosysCellCount": 14,
        "postSynthCellCount": 14,
    },
    "critical_path": {
        "r2r_cells": 4,
        "reg2reg_from": "currentState[4]$_DFF_P_",
        "cp_cell_sequence": "or2_2, buf_2",
        "crit_path_end": "Y",
        "worstPathArrival_ns": 0.95,
        "rrSetupSlack_ns": 0.37,
        "cp-end-kind": "output pin",
        "cp-startpoint": "currentState[4]$_DFF_P_",
        "crit_required_ns": 1.04,
        "critPathMaxStageDelay_ns": 0.30,
        "critPathMaxFanout": 2,
        "rr_endpoint": "currentState[3]$_DFF_P_",
        "crit_type": "reg2out",
        "cp-start-kind": "register",
        "critPathSlowestCell": "dfxtp_1",
    },
    "cts": {
        "cts_inserted_buffers": 3,
        "cts_max_level": 1,
        "clock_latency_ns": 0.24,
        "cts_hold_buffers": 0,
        "clk_pin_slew_ns": 0.04,
        "clock-root-buffer": "clkbuf_4",
        "clock_path_buffers": 2,
        "postCtsSetupBuffers": 0,
        "cts_sinks": 5,
        "cts_tree": "yes",
        "cts_resized": 4,
    },
    "run": {
        "warning_count": 25,
        "drv_cap": 0,
    },
    "place": {
        "placed_cell_area_um2": 253,
        "port_buffers": 3,
        "gp_congestion": 0.553,
        "dp_hpwl_um": 240,
    },
    "outcome": {
        "status": "finished clean",
    },
    "hold_path": {
        "hold_class": "reg2reg",
        "min-delay-start": "currentState[0]$_DFF_P_",
    },
}
## power groups by stage
stage | Combinational [uW] | Sequential [uW] | Clock (uW)
4_1_cts | 24.9 | 163 | 185
6_report | 24.6 | 163 | 177
5_1_grt | 28.9 | 164 | 196
## logic make-up (layout without fill, tap and decap cells)
group,count (synthesis),count (layout),synth area share
buffers and inverters,1,9,0.0238
AND/OR/NAND/NOR,5,5,0.175
flip-flops,5,5,0.635
AND-OR/OR-AND,3,3,0.167
## through the flow
| step | hold slack [ns] | setup slack [ns] | instances | power, uW |
|---|---|---|---|---|
| CTS | 0.478 | 0.0734 | 68 | 373 |
| global placement | 0.457 | 0.0271 | 64 | 191 |
| finish | 0.477 | 0.0880 | 68 | 365 |
| global route | 0.507 | 0.0455 | 68 | 389 |
| floorplan | 0.288 | 0.490 | 14 | 177 |
| detailed placement | 0.477 | 0.0223 | 64 | 192 |
## critical path, delay by kind of cell, from the launching register on
| family | cells | cell delay (ns) |
|---|---|---|
| flops | 1 | 0.30 |
| simple gates | 1 | 0.28 |
| buf+inv | 1 | 0.13 |
## worst min path at each step
stage                              to  slack (ns)  cells past startpoint
finish        currentState[2]$_DFF_P_        0.48                      2
global route  currentState[2]$_DFF_P_        0.51                      2
CTS           currentState[2]$_DFF_P_        0.48                      2
## layout by cell type (no fill, tap or decap)
cell type	count
a211oi_2	1
a21oi_1	1
buf_2	1
buf_4	1
clkbuf_1	1
clkbuf_4	3
clkdlybuf4s50_1	2
dfxtp_1	5
inv_1	1
nand2b_1	1
nor2_1	1
nor2_2	1
nor3_1	1
o21ai_2	1
or2_2	1
## synthesized netlist by cell type, drive strengths merged
| library cell | n | area, um^2 |
|---|---|---|
| a211oi | 1 | 12.5 |
| nor3 | 1 | 5.00 |
| nand2b | 1 | 6.26 |
| inv | 1 | 3.75 |
| o21ai | 1 | 8.76 |
| a21oi | 1 | 5.00 |
| nor2 | 2 | 10.0 |
| dfxtp | 5 | 100 |
| or2 | 1 | 6.26 |
## layout make-up
class	count	area (um^2)
fillers	410	3140
flip-flops and latches	5	100
well taps	46	57.6
multi-input cells	8	53.8
repair buffers	4	32.5
clock buffers	4	26.3
inverters	1	3.75
## layer usage
metal  up-vias  global-route usage  part of all wire
met5         -                   0                 0
met4         0             0.00528                 0
met3         0              0.0125              0.16
met2         6              0.0161              0.35
met1        49              0.0140              0.49
li1         61                   -                 -
No activity file was given, so power comes from the tool's default toggle rates.
